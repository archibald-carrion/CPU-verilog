File: flow/run.sh
#!/bin/bash
# OpenROAD 26Q1-2900-gdf79404cd8, Yosys 0.63+post, stock flow scripts
make -C /OpenROAD-flow-scripts/flow DESIGN_CONFIG=/design/flow/config.mk WORK_HOME=/design/flow/orfs finish
File: flow/config.mk
export PLATFORM = sky130hd
export DESIGN_NAME = ALU
export DESIGN_NICKNAME = ALU
export VERILOG_FILES = /design/flow/design.v
export SDC_FILE = /design/flow/constraint.sdc
export NUM_CORES = 4
export LEC_CHECK = 1
export CORE_UTILIZATION = 30
File: flow/constraint.sdc
current_design ALU

set clk_period 28.1
set clk_io_pct 0.2

create_clock -name clk0 -period $clk_period

set non_clock_inputs [all_inputs -no_clocks]
set_input_delay [expr $clk_period * $clk_io_pct] -clock clk0 $non_clock_inputs
set_output_delay [expr $clk_period * $clk_io_pct] -clock clk0 [all_outputs]
File: flow/design.v
module ALU(resultado, C, S, O, Z, operando_a, operando_b, opcode);
	parameter BITS_DATA = 32;
	output reg [BITS_DATA-1:0] resultado;
  reg [63:0] resultado64;
	output reg C;
	output reg S;
	output reg O;
	output reg Z;
	input [BITS_DATA-1:0] operando_a;
	input [BITS_DATA-1:0] operando_b;
	input [4:0] opcode;
	wire [15:0] bus_address;
	always @* begin
		case (opcode)
			'b00000: begin	 
				resultado = 'hXXXX_XXXX;
				C = 'bx;
				S = 'bx;
				O = 'bx;
				Z = 'bx;
			end
			'b11111: begin	 
				resultado = 'hXXXX_XXXX;
				C = 'bx;
				S = 'bx;
				O = 'bx;
				Z = 'bx;
			end
			'b10000: begin	 
				resultado = ~operando_a;
				C = 0;
				S = resultado[BITS_DATA-1];
				O = 0;
				Z = ~(|resultado);
			end
			'b10001: begin	 
				resultado = operando_a & operando_b;
				C = 0;
				S = resultado[BITS_DATA-1];
				O = 0;
				Z = ~(|resultado);
			end
			'b10010: begin	 
				resultado = operando_a | operando_b;
				C = 0;
				S = resultado[BITS_DATA-1];
				O =	0;
				Z = ~(|resultado);
			end
			'b10100: begin	 
				resultado = -operando_a;			
				C = 0;
				S = resultado[BITS_DATA-1];
				O = 0;
				Z = ~(|resultado);
			end
			'b10101: begin	 
				{C,resultado} = operando_a + operando_b;
				S = resultado[BITS_DATA-1];
				O = (operando_a[BITS_DATA-1] == operando_b[BITS_DATA-1]) && (operando_a[BITS_DATA-1] !=  resultado[BITS_DATA-1]);
				Z = ~(|resultado);
			end
			'b10110: begin	 
				{C,resultado} = operando_a - operando_b;
				S = resultado[BITS_DATA-1];
				O = (operando_a[BITS_DATA-1] == operando_b[BITS_DATA-1]) && (operando_a[BITS_DATA-1] !=  resultado[BITS_DATA-1]);
				Z = ~(|resultado);
			end
			'b10111: begin	 
        resultado64 = operando_a * operando_b;
        resultado = resultado64[31:0];
				S = resultado[BITS_DATA-1:0];
        O = |resultado64[63:32];
				Z = ~(|resultado);
			end
			default: begin
				resultado = 'hXXXX_XXXX;
				C = 'bx;
				S = 'bx;
				O = 'bx;
				Z = 'bx;
			end
		endcase
	end
endmodule
==> out/summary.txt <==
Hold Crit Depth -> 4
Slew @ Worst Pin -> 1.198 ns
Core area -> 0.1259 mm²
Fillers -> 13170
Die width -> 358.8 µm
CP arrival -> 17.53 ns
Initial antenna violation count -> 6
Max IR drop VDD -> 0.6619 mV
Vias in the first global route -> 35410
Kind of critical path -> input port to primary output
Cell Int Power -> 5988 µW
Status -> complete, no violations
Antenna viol nets, final -> 0
YS chip area -> 0.03819 mm²
Vias post-DR -> 33130
Fin crit share -> 0.8240
Die area -> 0.1287 mm²
Detailed Routing Iterations Pass 1 -> 6
Wirelength per Cell -> 25.01 µm
Final setup viols -> 0
EDFF count, synth -> 0
Met2 Use GR -> 0.3799
Layout area overhead -> 8.404%
Largest net degree at the start of global routing -> 34
GRT Util Overall -> 0.2609
CP max stage delay -> 0.99 ns
Number of unconstrained endpoints -> 2
Share of flip-flops with an asynchronous set or reset -> 0
Switching Share -> 0.6755
First-pass GRT wire length -> 234.4 mm
Critical-path maximum fanout -> 24
Cell taking the most area after synthesis -> fa_1
Sequential Area -> 15.01 µm²
DRT iter0 DRCs -> 2164
Max-slew violation count -> 0
Hold Path Origin -> operando_a[30]
Postcts setup bufs -> 0
Syn Inst Count -> 4613
F_max -> 43.19 MHz
Top area cell types -> fa_1 47%, ha_1 12%, inv_1 7.7%, nor2_1 6.8%, nand2_1 5.6%
Yosys warns -> 1
Most used routing layer -> met2
Worst rel slew slack -> 0.1903
Crit path top cell by count -> fa_1
Max reg flops -> 1
Yosys cell count -> 4613
Grt ovf -> 0
Placer Congestion -> 1.080
Via density -> 5.303
Pwr Density -> 445.8 mW/mm²
Slowest cell on crit path -> nor4b_1
DIE HEIGHT -> 358.8 µm
Dominant flop cell -> dlxtn_1
Row cnt -> 130
Core Util at FP -> 0.3033
PortBufs -> 105
Met3 Track Usage GR -> 0.1370
Synth unique cells -> 88
Crit path DRT -> 22.48 ns
Ports -> 105
Mapped Area -> 0.03819 mm²
DPL Wire Length -> 125.8 mm
RSZ-0062 raised after global routing -> false
Final Util -> 0.3288
Net Sw Power -> 12470 µW
CTS resizes -> 0
Area leader share -> 0.4702
Post-Syn Area per Cell -> 8.279 µm²
# DRC -> 0
Hold Violations, Final -> 0
Stage-log warning count -> 99
Final wirelength -> 156.2 mm
Logic area -> 0.03407 mm²
Share of cells above drive strength 1 -> 0.04159
Register pins left without a clock -> 1
Maxcap violations -> 0
Setup tns final -> 0 ns
Min cycle time layout -> 23.15 ns
Tightest Hold Check Type -> input port to primary output
M1 GR Usage -> 0.3390
Static Leak -> 0.01871 µW
Startpoint types -> input port
Hold Path End -> resultado[30]
CTS Hold Bufs -> 0
Seq cells post-synth -> 1
Critical Path Sink Type -> primary output
==> cell usage in the layout (no fill, tap or decap), types with 18 or more instances in the layout <==
master and count:
a21o_1 23, a21oi_1 191, a221oi_1 33, a31oi_1 18
buf_4 147, clkdlybuf4s50_1 105, clkinv_1 28, fa_1 897
ha_1 364, inv_1 786, nand2_1 567, nand3_1 20
nand4_1 53, nor2_1 695, nor3_1 53, nor4_1 30
o21ai_0 118, o21bai_1 27, xnor2_1 108, xor2_1 29
==> logic make-up after synthesis <==
group	Yosys count	synth area share
AND-OR/OR-AND	582	0.09931
XOR/XNOR	137	0.03142
adder cells (fa/ha/maj)	1261	0.5895
buffers and inverters	1094	0.1084
latches	1	0.0003930
multiplexers	11	0.002981
AND/OR/NAND/NOR	1527	0.1680
==> cells in the mapped netlist (14+ instances only) <==
master    instances
a211oi_1         15
a21o_1           23
a21oi_1         191
a221oi_1         33
a31oi_1          18
and2_1           14
buf_1            69
clkbuf_1        192
clkinv_1         28
fa_1            897
ha_1            364
inv_1           786
nand2_1         567
nand3_1          20
nand4_1          53
nor2_1          696
nor3_1           54
nor4_1           30
o211ai_1         16
o21ai_0         118
o21bai_1         27
o221ai_1         16
xnor2_1         108
xor2_1           29
==> worst max-delay path, delay by kind of cell <==
family	cells	cell delay (ns)
XOR/XNOR	1	0.20
buffers and inverters	10	2.64
AND/OR/NAND/NOR	8	3.31
adder cells (fa/ha/maj)	9	4.32
AND-OR/OR-AND	4	1.39
==> metrics by stage <==
stage	cells	worst slack, ns	total power [µW]	hold WS, ns	area, µm²
2_1_floorplan	4613	8.827	10900	11.42	38190
3_3_place_gp	6243	5.195	17960	12.48	41390
3_5_place_dp	6243	5.219	17770	12.49	41390
4_1_cts	6243	5.140	17910	12.49	41390
5_1_grt	6245	4.681	19890	12.50	41390
6_report	6248	4.945	18450	12.48	41400
==> final cells by class <==
class                   instances  share of cell area
flip-flops and latches          1           0.0003627
diodes                          5           0.0003022
well taps                    1650             0.04987
repair buffers                252             0.05204
inverters                     822             0.07453
multi-input cells            3518              0.8229
==> metal layers <==
metal  vias to the layer above  routed length [µm]
met1                     16580               59500
met3                       296               21970
met4                        10                6561
met2                      1914               68030
li1                      14340                   -
met5                         -                 183
==> worst max-delay path by stage <==
stage	start	end	slack [ns]	depth (start not counted)
global route	operando_b[14]	O	4.68	27
finish	operando_a[16]	O	4.95	32
CTS	operando_a[16]	O	5.14	32
No activity file was given, so power comes from the tool's default toggle rates.
